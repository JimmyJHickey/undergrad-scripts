$ cat config.mk
export PLATFORM = sky130hd
export DESIGN_NAME = PWM_Fan
export DESIGN_NICKNAME = PWM_Fan
export VERILOG_FILES = /design/flow/design.v
export SDC_FILE = /design/flow/constraint.sdc
export NUM_CORES = 4
export LEC_CHECK = 1
export CORE_UTILIZATION = 30
$ cat constraint.sdc
current_design PWM_Fan

set clk_period 5.0
set clk_io_pct 0.2

create_clock -name clk0 -period $clk_period [get_ports {sys_clk}]

set non_clock_inputs [all_inputs -no_clocks]
set_input_delay [expr $clk_period * $clk_io_pct] -clock clk0 $non_clock_inputs
set_output_delay [expr $clk_period * $clk_io_pct] -clock clk0 [all_outputs]
$ cat design.v
`timescale 1ns / 1ps
module PWM_Fan(
	(* LOC = "B8" *) input sys_clk,
	(* LOC = "R17 N17 L13 L14 K17 K18 H18 G18"*) input [7:0] sw,
   (* LOC = "L15"*) output reg fan
    );
	reg[25:0] count=0;
	always@(posedge sys_clk) begin
		fan<=0;
		if (count==49999999)begin
			count<=0;
		end
		if(sw[7]==0)begin
				fan<=0;
				count<=count+1;
				end
		if(sw==8'b10000000)begin
			count<=count+1;
			fan<=1;
		end
		else if(sw==8'b11000000)begin
			if(count< 45000000) begin
				count<=count+1;
				fan<=1;
			end
			else begin
				count<=count+1;
		end end
		else if(sw==8'b10100000)begin
			if(count<37500000) begin
				count<=count+1;
				fan<=1;
			end
			else begin
				count<=count+1;
		end end
		else if(sw==8'b10010000)begin
		if(count<33500000) begin
				count<=count+1;
				fan<=1;
			end
			else begin
				count<=count+1;
		end end
		else if(sw==8'b10001000)begin
		if(count<25000000) begin
				count<=count+1;
				fan<=1;
			end
			else begin
				count<=count+1;
		end end
		else if(sw==8'b10000100)begin
		if(count<12500000) begin
				count<=count+1;
				fan<=1;
			end
			else begin
				count<=count+1;
		end end
		else if(sw==8'b10000010)begin
		if(count<5000000) begin
				count<=count+1;
				fan<=1;
			end
			else begin
				count<=count+1;
		end end
		else if(sw==8'b10000001)begin
		if(count<2500000) begin
				count<=count+1;
				fan<=1;
			end
			else begin
				count<=count+1;
		end end
		else begin
			count<=count+1;
		end
	end
endmodule
$ cat run.sh
#!/bin/bash
# OpenROAD 26Q1-2900-gdf79404cd8, Yosys 0.63+post, stock flow scripts
make -C /OpenROAD-flow-scripts/flow DESIGN_CONFIG=/design/flow/config.mk WORK_HOME=/design/flow/orfs finish
==> results.cfg <==
; yosys + openroad results
[run_status]
outcome = finished, final reports clean

[timing]
rsz0062_at_grt = no
worstMarginPinSlew_ps = 661
maxSlewViolCount = 0
period_needed_ps = 2710
skew_ps = 4.31
slew-limit-headroom_pct = 55.6
finalCritPeriodShare_pct = 54.3
hold_ws_ps = 404
tns_ps = 0
setup_viol = 0
fmax_mhz = 368
hold_viol = 0

[setup_path]
arrival_ps = 2930
path_max_fanout = 5
worst_ep_required_time_ps = 5210
endpoint_kind = register
startpoint_type = primary input
rr_worst_depth = 6
crit_type = in2reg

[worst_hold_path]
min_path_cells = 1
hold_class = reg2reg

[run]
warning_count = 25
cap_violations = 0

[pwr]
cellPowerDensity_nw_per_um2 = 208
p_leak_nw = 0.523
ir_drop_v = 0.000112

[cts]
clock_latency_ps = 280
clk_pin_slew_ps = 100
cts_resized = 0
cts_buffer_depth = 2
cts_tree = done
cts_max_level = 1
cts-root-buf = clkbuf_8
cts_hold_buf = 0
post_cts_buffers = 0
clkSinkCount = 27
cts_made_buffers = 3

[drt]
dr.pass1.iters = 4
wl_mm = 3.25
drt_iter0_markers = 119
postRouteAntennaNets = 0
drt-vias-per-instance = 5.11
diodes = 0
vias = 1353
drc = 0
routedWlPerCell_um = 12.3

[yosys]
yosysTopAreaCell = dfxtp_1
yosysSeqAreaShare_pct = 33.9
compound_area_share_pct = 12.2
synth_top_cell_by_count = dfxtp_1
synth_cell_type_count = 43
topCombFamilyByArea = simple AND/OR/NAND/NOR gates
synth.area.top_cells = dfxtp_1, xnor2_1, xor2_1, nand2_1, nor2_1
ys_sh_adder_pct = 0.785
yosys-stat-cells = 199
ys_chip_area_um2 = 1590
synth.cellmix.xorXnorShare_pct = 13.2
postSynthAreaPerCell_um2 = 8.01
ys_ff = 27
mux_share_pct = 0
async_flop_share_pct = 0
syn_inst = 199
top_cells_by_count = dfxtp_1, nand2_1, nor2_1, xnor2_1, nand3_1
yosysTopAreaCellShare_pct = 33.9
yosysWarnings = 1
ys_sh_simple_pct = 33.4
netlist_area_um2 = 1590
synthFlopType = dfxtp_1
edf_count = 0

[placed_design]
gp_congestion = 0.893
dp_hpwl_mm = 2.40
io_buffers = 9
placed_cell_area_um2 = 1690

[layout]
fill_cells = 544
syn2layout_area_growth_pct = 9.03
logic_area_um2 = 951
design_area_um2 = 1740
drive_above_1_share_pct = 4.62
register_area_um2 = 541

[die]
fp_util_pct = 31.2
coreArea_um2 = 5110
io_pins = 10
die_y_um = 74.9
die_w_um = 74.9
row_count = 26
dieArea_um2 = 5610

[grt]
grt_pass1_wl_mm = 5.49
grt_start_max_net_pins = 18
antenna_found_initial = 0
overflow = 0
grt_pass1_vias = 1203
grtUsageTotal_pct = 12.5
==> cell usage in the layout (no fill, tap or decap), drive strengths merged, types with 3 or more instances in the layout <==
cell,n
nand2,22
nor3,11
a21oi,10
xnor2,14
dfxtp,27
clkbuf,3
xor2,10
nand4,9
nand3,12
a211oi,4
o21ai,5
or4,3
o211ai,4
nor4,3
inv,6
clkdlybuf4s50,9
nor2,17
==> report_power, final <==
| group | internal (mW) | switching (mW) |
|---|---|---|
| sequential | 0.215 | 0.0000167 |
| clock | 0.0586 | 0.0744 |
| combinational | 0.00786 | 0.00576 |
==> registers in the layout (all words and copies together) (netlist names) <==
signal  cells
count      26
fan         1
==> worst max-delay path, stage by stage <==
cell             delay (ps)
clkdlybuf4s50_1         470
or3b_1                  390
or4_1                   450
a211oi_1                200
a222oi_1                100
and3_1                  210
o21ai_1                 110
==> kinds of logic (layout without fill, tap and decap cells) <==
kind of cell             after synthesis  in the layout
adder cells (fa/ha/maj)                1              1
buffers and inverters                 22             18
flip-flops                            27             27
AND/OR/NAND/NOR                       95             95
AND-OR/OR-AND                         30             30
XOR/XNOR                              24             24
==> per-stage QoR <==
step	power (mW)	worst slack [ps]	util, %	std cells
floorplan	0.224	2630	-	199
global placement	0.233	2070	33.0	261
detailed placement	0.233	2040	33.0	261
CTS	0.371	2320	34.0	265
global route	0.380	2130	34.0	265
finish	0.362	2290	34.0	265
==> cell type report <==
type | count | share of cell area, %
Clock buffer | 3 | 2.38
Timing Repair Buffer | 9 | 5.18
Tap cell | 70 | 5.04
Sequential cell | 27 | 31.1
Clock inverter | 1 | 0.504
Inverter | 5 | 1.08
Multi-Input combinational cell | 150 | 54.7
==> layer usage <==
metal	up-vias	track usage [%]	part of all wire, %
met4	0	2.10	1.7
li1	695	-	-
met5	-	0	0
met2	41	19.0	41
met3	6	2.44	7.1
met1	611	19.2	50
==> path summary, 6_finish.rpt <==
kind	startpoint	end	slack, ps
max	sw[6]	fan	2290
min	count[0]	count[0]	400
max reg2reg	count[14]	count[21]	2770
min reg2reg	count[0]	count[0]	400
No activity file was given, so power comes from the tool's default toggle rates.
