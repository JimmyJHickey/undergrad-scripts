==> /design/flow/design.v <==
`timescale 1ns / 1ps
module twoDigitClock(
	(* LOC = "B8" *) input sys_clk,
	(* LOC = "L14 K17 K18 H18 G18"*) input [4:0] sw,
	(* LOC = "F15 C18 H17 F17"*) output reg [3:0] seg,
   (* LOC = "C17 H14 J17 G14 D16 D17 F18 L18"*) output reg [7:0] segments
    );
	reg[10:0] count=0;
	always@(posedge sys_clk) begin
		seg[3:0]<=4'b1111;
		segments[7:0]<=8'b11111111;
		if (count==1023)begin
			count<=0;
		end
		if(count<512)begin
			seg[0]<=0;
			segments[0]<= (!sw[4]&!sw[3]&!sw[2]&!sw[1]&sw[0] 	| !sw[4]&!sw[3]&sw[2]&!sw[1]&!sw[0] | !sw[4]&sw[3]&!sw[2]&sw[1]&sw[0]	| 
								!sw[4]&sw[3]&sw[2]&sw[1]&!sw[0]		| sw[4]&sw[3]&!sw[2]&!sw[1]&!sw[0]	| sw[4]&sw[3]&sw[2]&sw[1]&sw[0]	| 
								sw[4]&!sw[3]&sw[2]&!sw[1]&sw[0]);
			segments[1]<= (!sw[4]&!sw[3]&sw[2]&sw[1]&!sw[0]		| !sw[4]&!sw[3]&sw[2]&!sw[1]&sw[0]	| !sw[4]&sw[3]&sw[2]&sw[1]&sw[0]		|
								sw[4]&sw[3]&!sw[2]&!sw[1]&sw[0]		| sw[4]&sw[3]&!sw[2]&sw[1]&!sw[0]	| sw[4]&!sw[3]&!sw[2]&!sw[1]&!sw[0]);
			segments[2]<= (!sw[4]&!sw[3]&!sw[2]&sw[1]&!sw[0]	| !sw[4]&sw[3]&sw[2]&!sw[1]&!sw[0]	| sw[4]&!sw[3]&sw[2]&sw[1]&!sw[0]);
			segments[3]<=!(!sw[4]&!sw[3]&!sw[2]&!sw[1]&!sw[0]	| !sw[4]&!sw[3]&!sw[2]&sw[1]&sw[0]	| !sw[4]&!sw[3]&!sw[2]&sw[1]&!sw[0]	|
								!sw[4]&!sw[3]&sw[2]&sw[1]&!sw[0]		| !sw[4]&!sw[3]&sw[2]&!sw[1]&sw[0] 	| !sw[4]&sw[3]&!sw[2]&!sw[1]&!sw[0]	|
								!sw[4]&sw[3]&!sw[2]&sw[1]&!sw[0]		| !sw[4]&sw[3]&sw[2]&sw[1]&sw[0]		| !sw[4]&sw[3]&sw[2]&!sw[1]&sw[0]	|
								!sw[4]&sw[3]&sw[2]&!sw[1]&!sw[0]		| sw[4]&sw[3]&!sw[2]&!sw[1]&sw[0]	| sw[4]&sw[3]&!sw[2]&sw[1]&!sw[0]	|
								sw[4]&sw[3]&sw[2]&sw[1]&!sw[0]		| sw[4]&sw[3]&sw[2]&!sw[1]&!sw[0]	| sw[4]&!sw[3]&!sw[2]&!sw[1]&!sw[0]	|
								sw[4]&!sw[3]&!sw[2]&sw[1]&!sw[0]		| sw[4]&!sw[3]&sw[2]&sw[1]&!sw[0]	| sw[4]&!sw[3]&sw[2]&sw[1]&sw[0]		|
								sw[4]&!sw[3]&sw[2]&!sw[1]&!sw[0]);
			segments[4]<= (!sw[2]&sw[0]								| sw[2]&sw[0]								| sw[4]&sw[3]&!sw[2]&!sw[1]			|
								!sw[4]&!sw[3]&sw[2]&!sw[1]				| !sw[4]&sw[3]&sw[2]&sw[1]);
			segments[5]<=!(!sw[2]&!sw[1]&!sw[0]						| sw[3]&!sw[2]&!sw[1]					| sw[3]&sw[1]&!sw[0]						|
								sw[4]&!sw[2]&sw[1]&!sw[0]				| !sw[4]&sw[2]&sw[1]&!sw[0]			| !sw[4]&sw[3]&sw[2]&sw[1]				|
								!sw[4]&!sw[3]&sw[2]&!sw[1]				| sw[4]&sw[3]&sw[2]&!sw[1]				| sw[4]&sw[2]&!sw[1]&!sw[0]			|
								sw[4]&!sw[3]&!sw[2]&sw[1]);
			segments[6]<= (!sw[4]&!sw[3]&!sw[2]&!sw[1]			| !sw[4]&sw[3]&!sw[2]&sw[1]			| sw[3]&!sw[2]&sw[1]&sw[0]				|
								sw[4]&!sw[3]&!sw[2]&!sw[1]&sw[0]		| !sw[4]&!sw[3]&sw[2]&sw[1]&sw[0]	| sw[4]&sw[3]&sw[2]&sw[1]				|
								sw[4]&!sw[3]&sw[2]&!sw[1]);
			count<=count+1;
		end
		else if (count>=512) begin
			seg[1]<=0;
			segments[0]<=!(!sw[4]&!sw[3] 	| sw[4]&sw[3] 		| sw[4]&sw[2] 			| sw[3]&!sw[2]&!sw[1]);
			segments[1]<=0;
			segments[2]<=!(!sw[4]			| !sw[3]&!sw[2]	| sw[3]&sw[2]&sw[1]);
			segments[3]<=!(!sw[4]&!sw[3] 	| sw[4]&sw[3] 		| sw[4]&sw[2] 			| sw[3]&!sw[2]&!sw[1]);
			segments[4]<=!(!sw[4]&!sw[3] 	| !sw[3]&sw[2] 	| sw[4]&sw[2]&!sw[1] | sw[4]&sw[3]&!sw[2] 	| sw[3]&!sw[2]&!sw[1]);
			segments[5]<=!(!sw[4]&!sw[3] 	| !sw[4]&!sw[2]&!sw[1]);
			segments[6]<=!(sw[4]&sw[3] 	| sw[4]&sw[2]);
			count<=count+1;
		end
		else begin
			count<=count+1;
		end
	end
endmodule
==> /design/flow/run.sh <==
#!/bin/bash
# OpenROAD 26Q1-2900-gdf79404cd8, Yosys 0.63+post, stock flow scripts
make -C /OpenROAD-flow-scripts/flow DESIGN_CONFIG=/design/flow/config.mk WORK_HOME=/design/flow/orfs finish
==> /design/flow/config.mk <==
export PLATFORM = sky130hd
export DESIGN_NAME = twoDigitClock
export DESIGN_NICKNAME = twoDigitClock
export VERILOG_FILES = /design/flow/design.v
export SDC_FILE = /design/flow/constraint.sdc
export NUM_CORES = 4
export LEC_CHECK = 1
export CORE_AREA = 10 10 83 83
export DIE_AREA = 0 0 93 93
==> /design/flow/constraint.sdc <==
current_design twoDigitClock

set clk_period 2.7
set clk_io_pct 0.2

create_clock -name clk0 -period $clk_period [get_ports {sys_clk}]

set non_clock_inputs [all_inputs -no_clocks]
set_input_delay [expr $clk_period * $clk_io_pct] -clock clk0 $non_clock_inputs
set_output_delay [expr $clk_period * $clk_io_pct] -clock clk0 [all_outputs]
==> CHANGELOG.md <==
## Implementation

* Maximum cell stage delay along the critical path at 700 ps
* CP Data Arrival Time at 2290 ps
* Depth of the critical timing path with buffers and inverters included at 6
* Instance tally after logic synthesis at 117
* Area delta synth->final at 21.4%
* Number of standard cells in the final layout excluding fillers at 199
* Number of max-cap violations at 0
* Routed vias/inst at 4.29
* CTS clk-pin slew, worst paths at 80 ps
* Share of synthesized registers carrying an async set or reset at 0%
* Mapped Area at 1150 um2
* Top Ports at 18
* Total power at 0.000684 W
* Worst setup EP type: flip-flop
* First-pass iteration count of the detailed router at 4
* Destination of the worst register-to-register timing path: count[8]
* Vias in the first global route at 798
* Overall fraction of global-route tracks in use at 5.25%
* Hold WC Path Type: flip-flop to flip-flop
* FF-to-FF path depth at 4
* Initial DRC count at 107
* Critical path start-end classification: primary input to flip-flop
* Slack of the worst reg-to-reg path at 1500 ps
* Post-route ant nets at 0
* Yosys synthesis chip area at 1150 um2
* Number of buffer cells added on primary ports at 14
* Static Leak at 0.505 nW
* Gp weighted congestion at 0.855
* Worst slack on hold paths at 438 ps
* Number of unique standard cell types used by synthesis at 46
* Number of synthesized flops with an enable pin at 0
* Top comb family, area: simple AND/OR/NAND/NOR gates
* Yosys cell count at 117
* Crit path launch type: primary input
* Ant. Diodes at 0
* Worst skew pair latency at 250 ps
* Rows at 26
* Highest ir drop seen on vdd at 197 uV
* Number of gates resized after CTS at 0
* WL per Instance at 11.3 um
* Total number of H-tree levels at 1
* Post-CTS Hold Fix Bufs at 0
* Multiplexer fraction of the synthesized cell area at 7.93%
* Share of the yosys chip area belonging to registers at 34.8%
* Synth warnings at 1
* Dominant register cell: dfxtp_1
* Cell class contributing the biggest share of worst-path delay: buffers and inverters
* Fraction of the mapped netlist area in simple logic gates at 17.0%
* Die X-Extent at 93 um
* Clock tree from TritonCTS: done
* Number of warnings the tools reported at 30
* Status: completed
* DP Cell Count at 195
* Dominant logic cell type in the layout: dfxtp_1
* Final wirelength at 2.24 mm
* Final worst-path cycle share at 78.3%
* Final tally of hold violations at 0
* Area fraction in full adders, half adders and majority gates at 6.52%
* Gr ovfl total at 0
* Number of sinks handled by clock tree synthesis at 20
* Pin count of the biggest net entering global routing at 27
* Die area at 8650 um2
* Number of buffers on the longest clock path at 2
* FF+latch count, synth at 20
* Setup repair after global routing missed its margin: no
* Height of the die at 93 um
* CTS Root Cell: clkbuf_8
* Number of remaining DRC errors at 0
* Final setup violating endpoints at 0
* Critical Path Start: sw[4]
* Period minus WS final at 2120 ps
* Post-CTS setup buffers at 0
* Worst Clk Skew at 1.23 ps
* Slowest cell on the critical path: clkdlybuf4s50_1
* Cell breakdown of the critical path: clkdlybuf4s50_1, inv_1, ha_1, nor2b_1, o311a_1, o31ai_2
* Max Clock Freq at 473 MHz
* Number of vias in the routed layout at 854
* Termination of the worst setup path: segments[3]
* Share of the synthesized netlist area taken by xor and xnor gates at 8.37%
* Global-route wire length before repair at 3.93 mm
* Most frequent cells in the layout: dfxtp_1, clkdlybuf4s50_1, xnor2_1
* Post-detail-place hpwl at 1.66 mm
* Crit Reg-Reg Startpoint: count[0]
* Max-slew violation total from the final report at 0
* Clock buffers created by TritonCTS at 3
* Core utilization before placement at 22.4%
* AO/OA Area Share at 16.0%
* Fraction of final layout cells with drive strength greater than 1 at 10.9%
* WP data required at 2880 ps
* Floorplan core area at 5140 um2
* Number of antenna violations at the first check in global routing at 0
* Synth Area per Inst at 9.84 um2
* Setup TNS at 0 ps
* Power density of the placed cells at 490 nW/um2
* Buf+Inv Stages, Crit Path at 2
* Crit Path Max Fanout at 10
synth_stat cells, drive strengths merged (3+ instances only):
cell type / n / area [um2]
nand4: 3 / 18.8
dfxtp: 20 / 400
mux2i: 8 / 80.1
ha: 6 / 75.1
o31ai: 3 / 27.5
and4: 3 / 26.3
nor2b: 3 / 18.8
buf: 8 / 63.8
inv: 8 / 30.0
nand2b: 3 / 18.8
nand3: 5 / 25.0
xnor2: 10 / 87.6
nand2: 4 / 15.0
logic make-up after synthesis:
group | after synthesis
DFF | 20
muxes | 9
buffers and inverters | 18
AOI/OAI and AO/OA | 21
xor gates and xnor gates | 11
adders and majority gates | 6
other | 1
and+or+nand+nor | 31
flip-flops by register name, indices dropped and copies added, names as in the netlist:
signal	flops
count	11
seg	2
segments	7
through the flow:
step / util, % / worst slack, ps / area (um2)
4_1_cts: 27.2 / 575 / 1400
2_1_floorplan: - / 1050 / 1160
5_1_grt: 27.2 / 429 / 1400
3_3_place_gp: 25.8 / 319 / 1330
6_report: 27.2 / 585 / 1400
3_5_place_dp: 25.8 / 312 / 1330
worst min-delay path by stage:
stage                    start        to  cells after the start
after CTS             count[0]  count[0]                      1
after global routing  count[0]  count[0]                      1
final                 count[0]  count[0]                      1
layout make-up:
cell class                      count  area, um2
Sequential cell                    20        400
Inverter                            8       30.0
Multi-Input combinational cell     81        653
Clock inverter                      1       30.0
Clock buffer                        3       41.3
Tap cell                           70       87.6
Fill cell                         574       3740
Timing Repair Buffer               16        155
per-layer routing:
layer,wire length (um),GRT usage (%)
met1,1130,7.65
met2,990,7.83
met3,81,1.05
met4,44,1.16
met5,0,0
power breakdown:
group	leakage [nW]	switching, W	internal [W]
registers	0.163	0.00000150	0.000301
logic	0.306	0.0000410	0.0000439
clock network	0.0357	0.0000990	0.000198
Power and IR drop assume default switching activity.
