===== design/flow/run.sh =====
#!/bin/bash
# OpenROAD 26Q1-2900-gdf79404cd8, Yosys 0.63+post, stock flow scripts
make -C /OpenROAD-flow-scripts/flow DESIGN_CONFIG=/design/flow/config.mk WORK_HOME=/design/flow/orfs finish

===== design/flow/config.mk =====
export PLATFORM = sky130hd
export DESIGN_NAME = PWM1
export DESIGN_NICKNAME = PWM1
export VERILOG_FILES = /design/flow/design.v
export SDC_FILE = /design/flow/constraint.sdc
export NUM_CORES = 4
export LEC_CHECK = 1
export CORE_AREA = 10 10 70 70
export DIE_AREA = 0 0 80 80

===== design/flow/constraint.sdc =====
current_design PWM1

set clk_period 1.5
set clk_io_pct 0.2

create_clock -name clk0 -period $clk_period [get_ports {sys_clk}]

set non_clock_inputs [all_inputs -no_clocks]
set_input_delay [expr $clk_period * $clk_io_pct] -clock clk0 $non_clock_inputs
set_output_delay [expr $clk_period * $clk_io_pct] -clock clk0 [all_outputs]

===== design/flow/design.v =====
`timescale 1ns / 1ps
module PWM1(
	(* LOC = "B8" *) input sys_clk,
	(* LOC = "H18 G18"*) input [1:0] sw,
   (* LOC = "J15 J14"*) output reg [1:0] leds
    );
	reg[7:0] count=0;
	always@(posedge sys_clk) begin
		leds[0]<=0;
		leds[1]<=1;
		if (count==255)begin
			count<=0;
		end
		if(sw==2'b00)begin
			if(count<51) begin
				count<=count+1;
				leds[0]<=1;
				end
			else begin
				count<=count+1;
		end end
		else if(sw==2'b01)begin
			if(count<103) begin
				count<=count+1;
				leds[0]<=1;
			end
			else begin
				count<=count+1;
		end end
		else if(sw==2'b10)begin
			if(count<154) begin
				count<=count+1;
				leds[0]<=1;
			end
			else begin
				count<=count+1;
		end end
		else if(sw==2'b11)begin
		if(count<205) begin
				count<=count+1;
				leds[0]<=1;
			end
			else begin
				count<=count+1;
		end end
		else begin
			count<=count+1;
		end
	end
endmodule

==> impl_metrics.xml <==
<?xml version="1.0" encoding="UTF-8"?>
<metrics>
  <group name="global_routing">
    <metric name="grt_pass1_vias" unit="">295</metric>
    <metric name="grt_max_degree" unit="">9</metric>
    <metric name="grt_util_all_layers" unit="%">2.297</metric>
    <metric name="grt_pass1_wl" unit="um">1214</metric>
    <metric name="grt_overflow" unit="">0</metric>
    <metric name="grt_antenna_before_repair" unit="">0</metric>
  </group>
  <group name="layout">
    <metric name="post_route_cells_drive_above_1_share" unit="%">9.615</metric>
    <metric name="layout.filler_cells" unit="">399</metric>
    <metric name="final-seq-area" unit="um2">180.2</metric>
    <metric name="multiInputGateArea" unit="um2">211.5</metric>
    <metric name="area.growth.synth_to_final" unit="%">19.20</metric>
  </group>
  <group name="worst_setup_path">
    <metric name="timing.critical_path.to_type" unit="">output port</metric>
    <metric name="source_of_the_worst_register_to_register_timing_path" unit="">count[1]</metric>
    <metric name="r2r_setup_slack" unit="ns">0.40</metric>
    <metric name="slowest_cell_on_the_critical_path" unit="">sky130_fd_sc_hd__clkdlybuf4s50_1</metric>
    <metric name="ff_to_ff_path_depth" unit="">4</metric>
    <metric name="critPathRequiredTime" unit="ns">1.20</metric>
    <metric name="path_buffers" unit="">1</metric>
    <metric name="cp_data_arrival_time" unit="ns">1.03</metric>
    <metric name="start_kind" unit="">register</metric>
    <metric name="regToRegEndpoint" unit="">leds[0]</metric>
    <metric name="cp_top_family" unit="">buffers and inverters</metric>
    <metric name="worstPathCellList" unit="">clkdlybuf4s50_1</metric>
    <metric name="worstSetupPathType" unit="">register to output port</metric>
    <metric name="critical_path.max_fanout" unit="">1</metric>
    <metric name="critPathMaxStageDelay" unit="ns">0.47</metric>
  </group>
  <group name="sta">
    <metric name="final.hold.worst_slack" unit="ns">0.4351</metric>
    <metric name="fin_crit" unit="ns">1.331</metric>
    <metric name="setup_repair_after_global_routing_missed_its_margin" unit="">no</metric>
    <metric name="fin_hold_viols" unit="">0</metric>
    <metric name="max_freq" unit="MHz">751.1</metric>
    <metric name="final-setup-viol-count" unit="">0</metric>
    <metric name="layout_worst_path_cycle_share" unit="%">88.76</metric>
    <metric name="timing.clock.skew" unit="ns">0.004085</metric>
    <metric name="finalMaxSlewViolations" unit="">0</metric>
    <metric name="final.setup.tns" unit="ns">0</metric>
  </group>
  <group name="clocking">
    <metric name="cts-buffers-inserted" unit="">3</metric>
    <metric name="clock-root-buffer" unit="">sky130_fd_sc_hd__clkbuf_4</metric>
    <metric name="cts.hold.buffers_added" unit="">0</metric>
    <metric name="post_cts_resized" unit="">0</metric>
    <metric name="clock_insertion_delay_worst_skew" unit="ns">0.25</metric>
    <metric name="clock_tree.htree_level_count" unit="">1</metric>
    <metric name="ctsLongestPathBuffers" unit="">2</metric>
    <metric name="clkSlewWorstSetupHoldPaths" unit="ns">0.06</metric>
    <metric name="tritoncts" unit="">done</metric>
    <metric name="clock-sinks" unit="">9</metric>
    <metric name="cts_setup_buffers" unit="">0</metric>
  </group>
  <group name="power">
    <metric name="switching_share" unit="%">18.77</metric>
    <metric name="share_clk_of_total_power" unit="%">41.5</metric>
    <metric name="fraction_of_power_consumed_by_sequential_logic" unit="%">55.7</metric>
    <metric name="p_sw" unit="uW">81.12</metric>
    <metric name="power_density" unit="nW/um2">830.4</metric>
    <metric name="power_report.internal_total" unit="uW">351.1</metric>
    <metric name="static-leakage-power" unit="uW">0.0002226</metric>
    <metric name="combPwrFrac" unit="%">2.8</metric>
    <metric name="worst_ir_drop_vdd" unit="V">0.0003056</metric>
  </group>
  <group name="route">
    <metric name="drt-vias-per-instance" unit="">3.082</metric>
    <metric name="drc_errors" unit="">0</metric>
    <metric name="firstDrtPassIters" unit="">4</metric>
    <metric name="vias" unit="">302</metric>
    <metric name="detail-route-antenna-nets" unit="">0</metric>
    <metric name="diodes" unit="">0</metric>
    <metric name="drt-total-wl" unit="um">686</metric>
    <metric name="drt-wirelength-per-cell" unit="um">7.000</metric>
    <metric name="drtIter0Drc" unit="">4</metric>
  </group>
  <group name="yosys">
    <metric name="synth-warning-count" unit="">1</metric>
    <metric name="ys_cells" unit="">48</metric>
    <metric name="register_share_after_synthesis" unit="%">41.26</metric>
    <metric name="syn-cell-area" unit="um2">436.7</metric>
    <metric name="numSynthFlops" unit="">9</metric>
    <metric name="post-synth-top-area-fraction" unit="%">41.26</metric>
    <metric name="netlist.top_cell.by_area" unit="">sky130_fd_sc_hd__dfxtp_1</metric>
    <metric name="synthCells" unit="">48</metric>
    <metric name="yosys.stat.chipArea" unit="um2">436.7</metric>
    <metric name="post_syn_area_per_cell" unit="um2">9.097</metric>
    <metric name="post_synth_main_area_contributors" unit="">sky130_fd_sc_hd__dfxtp_1 (41%), sky130_fd_sc_hd__xnor2_1 (6.0%), sky130_fd_sc_hd__xor2_1 (6.0%), sky130_fd_sc_hd__ha_1 (5.7%), sky130_fd_sc_hd__buf_6 (5.2%)</metric>
    <metric name="synthDistinctLibCells" unit="">22</metric>
  </group>
  <group name="run">
    <metric name="max_cap_violations" unit="">0</metric>
    <metric name="tool_warnings" unit="">26</metric>
  </group>
  <group name="floorplan">
    <metric name="ios" unit="">5</metric>
    <metric name="die_boundary_height" unit="um">80</metric>
    <metric name="die_w" unit="um">80</metric>
    <metric name="design.die.area" unit="um2">6400</metric>
    <metric name="core_region" unit="um2">3416</metric>
    <metric name="rows" unit="">21</metric>
    <metric name="initial_core_util" unit="%">12.78</metric>
  </group>
  <group name="placed_design">
    <metric name="half_perimeter_wire_length_after_detailed_placement" unit="um">515.1</metric>
    <metric name="port-buffer-count" unit="">3</metric>
    <metric name="gp_weighted_congestion" unit="">0.7905</metric>
  </group>
  <group name="hold_path">
    <metric name="worstHoldPathType" unit="">register to register</metric>
    <metric name="cells_on_worst_hold_path" unit="">1</metric>
    <metric name="holdPathEnd" unit="">count[0]</metric>
    <metric name="timing.hold.worst.start" unit="">count[0]</metric>
  </group>
  <group name="outcome">
    <metric name="status" unit="">finished clean</metric>
  </group>
</metrics>
## worst max-delay path by stage
| stage | startpoint | end | slack, ns | depth (start not counted) |
|---|---|---|---|---|
| 4_1_cts | leds[0] | leds[0] | 0.14 | 1 |
| 5_1_grt | leds[0] | leds[0] | 0.11 | 1 |
| 6_report | leds[0] | leds[0] | 0.17 | 1 |
## flip-flops by register name (all words and copies together), names as in the netlist
register	flops
leds	1
count	8
## cells in the mapped netlist (all sizes together)
cell type and n:
conb 1, xnor2 3, a21o 2, a31oi 1
xor2 3, nor2 4, ha 2, nand3 3
a31o 1, nor3 1, dfxtp 9, and3 1
inv 4, buf 3, a21oi 2, o21ai 4
nand2 3, o211a 1
## metrics by stage
step | total power, uW | setup slack, ns | utilization [%] | std cells | cell area (um2)
floorplan | 251.2 | 0.4941 | - | 48 | 436.7
global placement | 258.5 | 0.1333 | 14.47 | 94 | 494.2
detailed placement | 258.6 | 0.1121 | 14.47 | 94 | 494.2
CTS | 445.1 | 0.1445 | 15.24 | 98 | 520.5
global route | 463.5 | 0.1126 | 15.24 | 98 | 520.5
finish | 432.2 | 0.1686 | 15.24 | 98 | 520.5
## metal layers
metal  part of all wire [%]  vias up  global-route usage (%)  wire length [um]
met2                     41        8                   3.371               281
met5                      0        -                       0                 0
met1                     51      127                   2.807               347
met3                    6.9        2                   1.364                47
met4                    1.5        0                  0.5282                10
li1                       -      165                       -                 -
## area by class of cell
type	count	share of cell area, %
clock buffer	4	5.048
inverter	4	2.885
multi-input combinational	32	40.63
sequential	9	34.62
tap	46	11.06
timing repair buffer	3	5.769
## cell usage in the layout (no fill, tap or decap), types with 2 or more instances in the layout
| master | instances |
|---|---|
| sky130_fd_sc_hd__a21oi_1 | 2 |
| sky130_fd_sc_hd__a21o_1 | 2 |
| sky130_fd_sc_hd__nand3_1 | 2 |
| sky130_fd_sc_hd__nand2_1 | 3 |
| sky130_fd_sc_hd__inv_1 | 4 |
| sky130_fd_sc_hd__ha_1 | 2 |
| sky130_fd_sc_hd__nor2_1 | 3 |
| sky130_fd_sc_hd__o21ai_0 | 2 |
| sky130_fd_sc_hd__clkdlybuf4s50_1 | 3 |
| sky130_fd_sc_hd__dfxtp_1 | 9 |
| sky130_fd_sc_hd__xor2_1 | 3 |
| sky130_fd_sc_hd__clkbuf_4 | 3 |
| sky130_fd_sc_hd__xnor2_1 | 3 |
| sky130_fd_sc_hd__o21ai_1 | 2 |
## power by group through the flow
stage	sequential, uW	combinational [uW]	clock, uW
4_1_cts	241	12.5	192
5_1_grt	241	13.4	209
6_report	241	12.2	179
## logic make-up (layout without fill, tap and decap cells)
kind of cell | Yosys count | count (layout) | synth area share (%)
xor+xnor | 6 | 6 | 12.04
simple gates | 12 | 12 | 13.75
buf+inv | 7 | 11 | 10.31
compound gates | 11 | 11 | 16.05
fa+ha+maj | 2 | 2 | 5.730
flops | 9 | 9 | 41.26
other cells | 1 | 1 | 0.8588
Power figures rest on the tool's default switching activity, not on a simulated workload.
